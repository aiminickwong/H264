<file path="./config.mk">
export PLATFORM = sky130hd
export DESIGN_NAME = co_located
export DESIGN_NICKNAME = co_located
export VERILOG_FILES = /design/flow/design.v
export SDC_FILE = /design/flow/constraint.sdc
export NUM_CORES = 4
export LEC_CHECK = 1
export CORE_AREA = 10 10 325 325
export DIE_AREA = 0 0 335 335
</file>
<file path="./constraint.sdc">
current_design co_located

set clk_period 10.1
set clk_io_pct 0.2

create_clock -name clk0 -period $clk_period [get_ports {clk}]

set non_clock_inputs [all_inputs -no_clocks]
set_input_delay [expr $clk_period * $clk_io_pct] -clock clk0 $non_clock_inputs
set_output_delay [expr $clk_period * $clk_io_pct] -clock clk0 [all_outputs]
</file>
<file path="./design.v">
`timescale 1ns/1ns
module co_located(
input clk,reset_n,
input [1:0] nal_ref_idc,
input [2:0] slice_type,
input [3:0] slice_data_state,
input [2:0] mb_pred_state,sub_mb_pred_state,
input [7:0] mb_num_h,mb_num_v,
input p_skip_end,Is_skipMB_mv_calc,
input [3:0] mb_type_general,
input [1:0] mbPartIdx,
input [1:0] sub_mb_type,
input [1:0] SubMbPredMode,
input [2:0] B_MbPartPredMode_0,
input [19:0] refIdxL0_curr,
input [43:0] mvxL0_CurrMb0,mvxL0_CurrMb1,mvxL0_CurrMb2,mvxL0_CurrMb3,
input [43:0] mvyL0_CurrMb0,mvyL0_CurrMb1,mvyL0_CurrMb2,mvyL0_CurrMb3,
input [19:0] col_refidx_dout,
input [43:0] col_mvx_dout,col_mvy_dout,
input ao_valid_refidx,ao_valid_mvx,ao_valid_mvy,
output reg col_wr_n,col_rd_n,
output reg [13:0] col_wr_addr,col_rd_addr,
output reg [19:0] col_refidx_din,
output reg [43:0] col_mvx_din,col_mvy_din,
output b_col_end,
output reg [5:0] refidx_col,
output reg [10:0] mvx_col,mvy_col
);
wire valid;
assign valid = ao_valid_refidx && ao_valid_mvx && ao_valid_mvy;
reg [1:0] state;
always@(posedge clk or negedge reset_n)
	if (reset_n == 0)
		state <= 0;
	else if(slice_data_state == 4'b1000 || slice_data_state == 4'b1010)
		case(state)
		0:	state <= 1;				 
		1:	state <= 2;				 
		2:	state <= valid ? 3:2;			 
		3:	state <= 0;				 
		default:;
		endcase		
assign b_col_end = state == 3;
reg [19:0] refidx_col_r;
reg [43:0] mvx_col_r,mvy_col_r;
always@(posedge clk or negedge reset_n)
	if (reset_n == 0)begin
		refidx_col_r <= 0;
		mvx_col_r <= 0;	mvy_col_r <= 0;end
	else if(state == 2 && valid)begin
		refidx_col_r <= col_refidx_dout;
		mvx_col_r <= col_mvx_dout;	mvy_col_r <= col_mvy_dout;end
always@(Is_skipMB_mv_calc or slice_type or mb_pred_state or sub_mb_pred_state or B_MbPartPredMode_0 or sub_mb_type or SubMbPredMode or reset_n
	or refidx_col_r or mvx_col_r or mvy_col_r or mbPartIdx)
	if(reset_n == 0)begin
		refidx_col = 0; mvx_col = 0; mvy_col = 0; end
	else if(slice_type == 3'b110)begin
		if(Is_skipMB_mv_calc)begin
			refidx_col = refidx_col_r[4:0];
			mvx_col = mvx_col_r[10:0];	mvy_col = mvy_col_r[10:0];	end
		else if(mb_pred_state == 3'b111 && B_MbPartPredMode_0 == 3'b011)begin
			refidx_col = refidx_col_r[4:0];
			mvx_col = mvx_col_r[10:0];	mvy_col = mvy_col_r[10:0];	end
		else if(sub_mb_pred_state == 3'b010 && sub_mb_type == 0 && SubMbPredMode == 2'b00)
			case(mbPartIdx)
			0:begin
				refidx_col = refidx_col_r[4:0];
				mvx_col = mvx_col_r[10:0];	mvy_col = mvy_col_r[10:0];	end
			1:begin
				refidx_col = refidx_col_r[9:5];
				mvx_col = mvx_col_r[21:11];	mvy_col = mvy_col_r[21:11];	end
			2:begin
				refidx_col = refidx_col_r[14:10];
				mvx_col = mvx_col_r[32:22];	mvy_col = mvy_col_r[32:22];	end
			3:begin
				refidx_col = refidx_col_r[19:15];
				mvx_col = mvx_col_r[43:33];	mvy_col = mvy_col_r[43:33];	end
			endcase
		end
	else begin
		refidx_col = 0; mvx_col = 0; mvy_col = 0; end
always@(state or mb_num_v or mb_num_h or reset_n)
	if(reset_n == 0)begin
		col_rd_n = 1;	col_rd_addr = 0;end
	else if(state == 1)begin
		col_rd_n = 0;
		col_rd_addr = {mb_num_h[6:0],mb_num_v[6:0]};end
	else begin
		col_rd_n = 1;	col_rd_addr = 0;end
always@(posedge clk or negedge reset_n)
	if (reset_n == 0)begin
		col_wr_n <= 1;
		col_wr_addr <= 0;
		col_refidx_din <= 0;
		col_mvx_din <= 0; col_mvy_din <= 0;end
	else if(nal_ref_idc != 0 && slice_type == 3'b101)begin
		if(slice_data_state == 4'b0011 && p_skip_end)begin
			col_wr_n <= 0;
			col_wr_addr <= {mb_num_h[6:0],mb_num_v[6:0]};
			col_refidx_din <= refIdxL0_curr;
			col_mvx_din <= {4{mvxL0_CurrMb0[10:0]}};
			col_mvy_din <= {4{mvyL0_CurrMb0[10:0]}};end
		else if(slice_data_state == 4'b1110 && mb_type_general == 4'b0000)begin
			col_wr_n <= 0;
			col_wr_addr <= {mb_num_h[6:0],mb_num_v[6:0]};
			col_refidx_din <= refIdxL0_curr;
			col_mvx_din  <= {4{mvxL0_CurrMb0[10:0]}};
			col_mvy_din  <= {4{mvyL0_CurrMb0[10:0]}};end
		else if(slice_data_state == 4'b1110)begin
			col_wr_n <= 0;
			col_wr_addr <= {mb_num_h[6:0],mb_num_v[6:0]};
			col_refidx_din <= refIdxL0_curr;
			col_mvx_din  <= {mvxL0_CurrMb3[43:33],mvxL0_CurrMb2[32:22],mvxL0_CurrMb1[21:11],mvxL0_CurrMb0[10:0]};
			col_mvy_din  <= {mvyL0_CurrMb3[43:33],mvyL0_CurrMb2[32:22],mvyL0_CurrMb1[21:11],mvyL0_CurrMb0[10:0]};end
		else begin
			col_wr_n <= 1;
			col_wr_addr <= 0;
			col_refidx_din <= 0;
			col_mvx_din <= 0; col_mvy_din <= 0;end
		end
	else begin
		col_wr_n <= 1;
		col_wr_addr <= 0;
		col_refidx_din <= 0;
		col_mvx_din <= 0; col_mvy_din <= 0;end
endmodule
</file>
<file path="./run.sh">
#!/bin/bash
# OpenROAD 26Q1-2900-gdf79404cd8, Yosys 0.63+post, stock flow scripts
make -C /OpenROAD-flow-scripts/flow DESIGN_CONFIG=/design/flow/config.mk WORK_HOME=/design/flow/orfs finish
</file>
==> impl_metrics.py <==
# Physical implementation metrics
metrics = {
    "yosys": {
        "postSynthCellCount": 719,
        "mappedNetlistArea_sq_um": 9920,
        "yosys_warnings": 1,
        "yosysMostFrequentCell": "dfrtp_1",
        "post-synth-top-area-fraction": 0.588,
        "ys.flop_type": "dfrtp_1",
        "asyncSetResetFlopFracSynth": 0.897,
        "yosys.stat.chipArea_sq_um": 9920,
        "post-synth-top-area-cell": "dfrtp_1",
        "synthTopCellsByCount": "dfrtp_1 (233), mux2_2 (137), a32o_1 (56), and2_1 (56), a21oi_1 (34)",
        "synth_area_per_cell_sq_um": 13.8,
        "ys.flops": 262,
        "number_of_synthesized_flops_with_an_enable_pin": 0,
        "synthDistinctLibCells": 36,
        "post_synth_main_area_contributors": "dfrtp_1 (59%), mux2_2 (16%), a32o_1 (5.7%), dlxtn_1 (4.1%), and2_1 (3.5%)",
        "synth_stat.cells": 719,
    },
    "routing": {
        "wl_um": 46100,
        "drt_iter0_markers": 316,
        "detail_route.vias_per_cell": 3.19,
        "antenna_violating_nets_post_route": 0,
        "wire_per_inst_um": 18.8,
        "number_of_optimization_iterations_in_the_first_detailed_route_pass": 4,
        "dr_total_vias": 7841,
        "remaining_drc_errors": 0,
    },
    "grt": {
        "grt_antenna_before_repair": 21,
        "grt_pass1_wl_um": 64300,
        "pin_count_of_the_biggest_net_entering_global_routing": 96,
        "leftover_overflow_at_the_end_of_global_routing": 0,
        "grt_util_all_layers": 0.0803,
        "number_of_global_route_vias_before_repair": 8424,
    },
    "worst_setup_path": {
        "critical_path_arrival_ns": 3.83,
        "end_kind": "output pin",
        "criticalPathCategory": "in -> out",
        "crit_path_max_fanout": 61,
        "critical_path_required_ns": 8.08,
        "cp-start-kind": "input port",
        "worstRegToRegCells": 4,
    },
    "place": {
        "placed_area_sq_um": 15800,
        "gp_routability_congestion": 0.803,
        "buffer_ports.inserted": 430,
        "place.detailed.hpwl_um": 35800,
    },
    "clock_network": {
        "clk-insertion-delay-late_ns": 0.59,
        "cts_setup_buffers": 0,
        "hold_buffers": 0,
        "clk_pin_slew_ns": 0.06,
        "cts-root-buf": "clkbuf_16",
        "level_count_of_the_clock_h_tree": 1,
        "tritoncts": "built",
        "post_cts_resize_count": 0,
        "deepest_clock_path_buffer_count": 3,
        "cts_inserted_buffers": 29,
    },
    "die": {
        "floorplan.die_area_sq_um": 112000,
        "rows": 115,
        "die_w_um": 335,
        "fp.dieH_um": 335,
        "fp_util": 0.101,
        "core_area_sq_um": 98400,
        "num_io_pins": 698,
    },
    "pwr": {
        "leakagePower_nw": 6.65,
        "powerDensity_nw_per_um2": 170,
        "ir_worst_vdd_mv": 0.122,
    },
    "job": {
        "drv_cap": 0,
        "openroad.warnings": 291,
    },
    "hold_path": {
        "min_path_type": "reg -> reg",
        "hold_depth": 1,
    },
    "cells_and_area": {
        "fillers": 10900,
        "final_util": 0.170,
        "area_added_between_synthesis_and_finish_pct": 68.7,
        "finish.instance_area_sq_um": 16700,
        "fraction_of_layout_cells_with_a_size_suffix_above_1": 0.188,
    },
    "outcome": {
        "result_of_the_run": "finished clean",
    },
    "timing": {
        "fmaxAchievable_mhz": 171,
        "total_count_of_max_transition_violations_in_the_final_report": 0,
        "report.final.hold_viol_count": 0,
        "finClkSkew_ns": 0.0200,
        "min_period_over_period": 0.579,
        "count_of_unclocked_register_or_latch_pins": 27,
        "untimed_endpoints": 54,
        "worst_slew_pin_slew_ns": 0.856,
        "fin_tns_setup_ns": 0,
        "grt_setup_unrepaired": "no",
        "slew-limit-headroom": 0.428,
        "timing.final.setup_violations": 0,
        "fin_crit_ns": 5.85,
    },
}
==> sequential cells by signal, summed over array words and instances, names as in the netlist, 11 cells and up, named ones only <==
signal	flops
mvx_col_r	44
mvy_col	11
mvy_col_r	44
refidx_col_r	20
mvx_col	11
col_mvx_din	44
col_mvy_din	44
col_refidx_din	20
col_wr_addr	14
==> path summary, 6_finish.rpt <==
check,startpoint,end,slack (ns)
worst max-delay path,reset_n,col_rd_addr[9],4.25
worst min-delay path,mvx_col_r[3]$_DFFE_PN0P_,mvx_col_r[3]$_DFFE_PN0P_,0.50
worst max register to register,state[1]$_DFF_PN0_,refidx_col_r[5]$_DFFE_PN0P_,8.20
worst min register to register,mvx_col_r[3]$_DFFE_PN0P_,mvx_col_r[3]$_DFFE_PN0P_,0.50
max in group asynchronous,reset_n,col_mvy_din[33]$_DFF_PN0_,7.66
min in group asynchronous,reset_n,mvy_col_r[39]$_DFFE_PN0P_,1.39
==> metrics by stage <==
| stage | hold slack [ns] | worst slack [ns] | instances | total power [mW] |
|---|---|---|---|---|
| after floorplan | 0.466 | 5.74 | 719 | 1.56 |
| after global placement | 0.481 | 4.15 | 2400 | 1.80 |
| after detailed placement | 0.487 | 4.15 | 2400 | 1.81 |
| after CTS | 0.500 | 4.15 | 2454 | 2.90 |
| after global routing | 0.506 | 4.00 | 2454 | 3.00 |
| final | 0.498 | 4.25 | 2457 | 2.84 |
==> cell type report <==
cell class / instances / area, sq um / area share
antenna: 3 / 7.51 / 0.000449
clock buffer: 44 / 862 / 0.0515
clock inverter: 10 / 96.3 / 0.00576
inverter: 3 / 11.3 / 0.000673
multi-input combinational: 397 / 3380 / 0.202
sequential: 262 / 6290 / 0.376
tap: 1287 / 1610 / 0.0963
timing repair buffer: 451 / 4470 / 0.267
==> critical path, cell delays in order <==
cell,delay [ns]
buf_8,0.37
buf_4,0.60
and3_1,0.27
clkdlybuf4s50_1,0.48
==> where the power goes <==
part | leakage [nW] | total [mW] | switching [mW] | internal (mW)
combinational | 2.90 | 0.519 | 0.181 | 0.338
clock | 0.471 | 1.05 | 0.438 | 0.615
sequential | 3.28 | 1.27 | 0.103 | 1.16
total | 6.65 | 2.84 | 0.723 | 2.12
==> metal layers <==
layer  wire length, um  GRT usage  part of all wire  vias to the layer above
li1                  -          -                 -                     3484
met1             18600     0.0997              0.40                     3791
met2             18300      0.113              0.40                      467
met3              8020     0.0590              0.17                       73
met4               994     0.0127             0.022                       26
met5               178          0            0.0039                        -
==> cells by family after synthesis <==
logic type | share of synthesized area
AOI/OAI and AO/OA | 0.116
DFF | 0.593
other | 0.000378
and+or+nand+nor | 0.0646
latches | 0.0409
buffers and inverters | 0.0281
muxes | 0.157
==> placed cells by master, fill, tap and decap left out, types with 3 or more instances in the layout <==
master           instances
a21oi_1                 34
a22oi_1                 31
a32o_1                  56
and2_1                  56
and3_1                  14
buf_4                   20
clkbuf_1                 7
clkbuf_16               29
clkbuf_8                 8
clkdlybuf4s50_1        427
clkinv_2                 3
dfrtp_1                233
diode_2                  3
dlxtn_1                 27
inv_1                    3
inv_6                    3
mux2_2                 137
nand2_1                 10
nor2_1                   8
o21ai_0                 27
Power and IR drop assume default switching activity.
